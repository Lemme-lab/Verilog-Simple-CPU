===== flow/constraint.sdc =====
current_design multiplier_16bit

set clk_period 29.1
set clk_io_pct 0.2

create_clock -name clk0 -period $clk_period

set non_clock_inputs [all_inputs -no_clocks]
set_input_delay [expr $clk_period * $clk_io_pct] -clock clk0 $non_clock_inputs
set_output_delay [expr $clk_period * $clk_io_pct] -clock clk0 [all_outputs]

===== flow/config.mk =====
export PLATFORM = sky130hd
export DESIGN_NAME = multiplier_16bit
export DESIGN_NICKNAME = multiplier_16bit
export VERILOG_FILES = /design/flow/design.v
export SDC_FILE = /design/flow/constraint.sdc
export NUM_CORES = 4
export LEC_CHECK = 1
export CORE_UTILIZATION = 30

===== flow/design.v =====
module full_adder_16bit (
    input [15:0] a,     
    input [15:0] b,     
    input cin,          
    output [15:0] sum,  
    output cout         
);
    wire [15:0] carry;   
    full_adder fa0  (.a(a[0]),  .b(b[0]),  .cin(cin),      .sum(sum[0]),  .cout(carry[0]));
    full_adder fa1  (.a(a[1]),  .b(b[1]),  .cin(carry[0]), .sum(sum[1]),  .cout(carry[1]));
    full_adder fa2  (.a(a[2]),  .b(b[2]),  .cin(carry[1]), .sum(sum[2]),  .cout(carry[2]));
    full_adder fa3  (.a(a[3]),  .b(b[3]),  .cin(carry[2]), .sum(sum[3]),  .cout(carry[3]));
    full_adder fa4  (.a(a[4]),  .b(b[4]),  .cin(carry[3]), .sum(sum[4]),  .cout(carry[4]));
    full_adder fa5  (.a(a[5]),  .b(b[5]),  .cin(carry[4]), .sum(sum[5]),  .cout(carry[5]));
    full_adder fa6  (.a(a[6]),  .b(b[6]),  .cin(carry[5]), .sum(sum[6]),  .cout(carry[6]));
    full_adder fa7  (.a(a[7]),  .b(b[7]),  .cin(carry[6]), .sum(sum[7]),  .cout(carry[7]));
    full_adder fa8  (.a(a[8]),  .b(b[8]),  .cin(carry[7]), .sum(sum[8]),  .cout(carry[8]));
    full_adder fa9  (.a(a[9]),  .b(b[9]),  .cin(carry[8]), .sum(sum[9]),  .cout(carry[9]));
    full_adder fa10 (.a(a[10]), .b(b[10]), .cin(carry[9]), .sum(sum[10]), .cout(carry[10]));
    full_adder fa11 (.a(a[11]), .b(b[11]), .cin(carry[10]), .sum(sum[11]), .cout(carry[11]));
    full_adder fa12 (.a(a[12]), .b(b[12]), .cin(carry[11]), .sum(sum[12]), .cout(carry[12]));
    full_adder fa13 (.a(a[13]), .b(b[13]), .cin(carry[12]), .sum(sum[13]), .cout(carry[13]));
    full_adder fa14 (.a(a[14]), .b(b[14]), .cin(carry[13]), .sum(sum[14]), .cout(carry[14]));
    full_adder fa15 (.a(a[15]), .b(b[15]), .cin(carry[14]), .sum(sum[15]), .cout(cout));
endmodule
module multiplier_16bit (
    input [15:0] a,        
    input [15:0] b,        
    output [15:0] product  
);
    wire [15:0] pp0, pp1, pp2, pp3, pp4, pp5, pp6, pp7;
    wire [15:0] pp8, pp9, pp10, pp11, pp12, pp13, pp14, pp15;
    wire [15:0] sum0, sum1, sum2, sum3, sum4, sum5, sum6, sum7;
    wire carry0, carry1, carry2, carry3, carry4, carry5, carry6;
    assign pp0  = (a & {16{b[0]}});
    assign pp1  = (a & {16{b[1]}}) << 1;
    assign pp2  = (a & {16{b[2]}}) << 2;
    assign pp3  = (a & {16{b[3]}}) << 3;
    assign pp4  = (a & {16{b[4]}}) << 4;
    assign pp5  = (a & {16{b[5]}}) << 5;
    assign pp6  = (a & {16{b[6]}}) << 6;
    assign pp7  = (a & {16{b[7]}}) << 7;
    assign pp8  = (a & {16{b[8]}}) << 8;
    assign pp9  = (a & {16{b[9]}}) << 9;
    assign pp10 = (a & {16{b[10]}}) << 10;
    assign pp11 = (a & {16{b[11]}}) << 11;
    assign pp12 = (a & {16{b[12]}}) << 12;
    assign pp13 = (a & {16{b[13]}}) << 13;
    assign pp14 = (a & {16{b[14]}}) << 14;
    assign pp15 = (a & {16{b[15]}}) << 15;
    full_adder_16bit adder0 (.a(pp0), .b(pp1), .cin(1'b0), .sum(sum0), .cout(carry0));
    full_adder_16bit adder1 (.a(pp2), .b(pp3), .cin(carry0), .sum(sum1), .cout(carry1));
    full_adder_16bit adder2 (.a(pp4), .b(pp5), .cin(carry1), .sum(sum2), .cout(carry2));
    full_adder_16bit adder3 (.a(pp6), .b(pp7), .cin(carry2), .sum(sum3), .cout(carry3));
    full_adder_16bit adder4 (.a(sum0), .b(sum1), .cin(carry3), .sum(sum4), .cout(carry4));
    full_adder_16bit adder5 (.a(sum2), .b(sum3), .cin(carry4), .sum(sum5), .cout(carry5));
    full_adder_16bit adder6 (.a(sum4), .b(pp8), .cin(carry5), .sum(sum6), .cout(carry6));
    full_adder_16bit adder7 (.a(sum5), .b(pp9), .cin(carry6), .sum(sum7), .cout());
    wire [15:0] final_sum;
    assign final_sum = sum6 + sum7 + pp10 + pp11 + pp12 + pp13 + pp14 + pp15;
    assign product = final_sum[15:0];  
endmodule
module full_adder (
    input a,            
    input b,            
    input cin,          
    output sum,         
    output cout         
);
    assign sum = a ^ b ^ cin;           
    assign cout = (a & b) | (cin & (a ^ b));   
endmodule

===== flow/run.sh =====
#!/bin/bash
# OpenROAD 26Q1-2900-gdf79404cd8, Yosys 0.63+post, stock flow scripts
make -C /OpenROAD-flow-scripts/flow DESIGN_CONFIG=/design/flow/config.mk WORK_HOME=/design/flow/orfs finish

==> summary.txt <==
Status on the layout run. The final timing report lists a max-slew violation count of 0. From bottom edge to top edge, the die measures 120 um. STA classifies the critical path endpoint as a primary output. Top-level I/O count landed at 48. Fraction of final layout cells sized beyond drive strength 1 landed at 0.0171. Filler cell count in the final layout landed at 1358. After synthesis, the chip area reported by Yosys is 4150 um^2.

Measured against the total synthesized area, the mux share comes to 0. The core region is 13300 um^2. The flow ran to the end, and the final reports show no timing, DRC or antenna violations. Number of instances in the synthesized netlist landed at 433. Counting stages on the worst path, the most repeated cell is sky130_fd_sc_hd__fa_1.

Distinct cell type count after synthesis landed at 29. The data required time reported for the critical path is 23280 ps. The routed layout has 2828 vias. Number of antenna violations at the first check in global routing landed at 0.

The transition time recorded at the tightest slew-check pin is 526 ps. The cell-mix breakdown from Yosys lists the simple-gate area share as 0.174. In the final report, the number of hold violations comes to 0.

Synthesis-to-layout area growth landed at 16.1%. Per the log, the first TritonRoute iteration ended with a DRC count of 64. Per Yosys stat, the portion of area used by sequential elements is 0. In the Yosys report the total cell count is 433. Quantity of I/O buffers inserted on ports landed at 48. The number of warnings reported in the stage logs is 32. Number of detailed-route iterations in the first pass landed at 4. Remaining routing DRC violations landed at 0. The most critical hold endpoint after final layout shows a slack of 13080 ps.

Maximum cell stage delay along the critical path landed at 490 ps. From left edge to right edge, the die measures 120 um. Per the detailed-route log, wirelength across all metal layers totals 7.78 mm. Entering global routing, the biggest net connects 17 pins. Of the available clock period, the critical path in the final layout requires 0.964. Initial core utilization landed at 0.311.

Antenna cell count landed at 0. Global-route congestion overflow total landed at 0. Per the layout area report, the register area comes to 0 um^2.

Adder-cell share of the synthesized area landed at 0.668. Post-CTS setup buffer count landed at 0. After detailed routing, the number of vias per cell comes to 4.38. Number of global-route vias before repair landed at 3094. Leakage power landed at 2.34 nW. STA classifies the critical path startpoint as a primary input. Max fanout on the critical path was recorded as 16.

Per the synthesis report, the AND-OR/OR-AND share of the synthesized area is 0.0347. Half-perimeter wire length after placement landed at 7.10 mm. Max-capacitance violation count landed at 0. The chip occupies 14300 um^2.

Setup repair after global routing left no endpoint under its margin. Maximum VDD drop landed at 129 uV. Combined global-route utilization of all metal layers landed at 0.129. Before any placement, the netlist area is recorded as 4150 um^2. After clock tree synthesis, the repair step resized 0 gates. Among the non-sequential cells, adder cells take the most area. Counting only logic cells after layout, the most numerous master is sky130_fd_sc_hd__fa_1. After layout, the minimum clock period comes to 28040 ps. Number of hold buffers added after CTS landed at 0. For the worst setup path, the data arrival time is 22220 ps. The initialized floorplan defines 42 standard-cell rows. The top cell types in the final layout, fill and taps aside, are sky130_fd_sc_hd__fa_1, sky130_fd_sc_hd__nand2_1, sky130_fd_sc_hd__ha_1. The launch point of the critical path was reported as b[0]. After synthesis, the mean cell area works out to 9.58 um^2. Residual antenna-violating net count after detailed routing landed at 0.

For this sky-water flow run, the detailed-routed wirelength per cell is reported as 12.1 um. Xor and xnor area share after synthesis landed at 0.0519. Headroom to the max-slew limit landed at 0.648. Routability-driven placement finished with a final weighted congestion of 0.858. The most critical min-delay path falls under in2out. Setup total negative slack on the finished layout was measured at 0 ps. The layout has 0 clock buffers. The worst setup path is of the in2out kind.

Number of setup violations in the final report landed at 0. For this design the ratio of total power to cell area is 134 nW/um^2. Count of yosys warnings during synthesis landed at 0.

Number of flip-flops and latches landed at 0. The first global-routing pass estimated 14.5 mm of wire. The critical path's slowest stage uses the library cell sky130_fd_sc_hd__fa_1.

Per the timing report, the achievable frequency comes out to 0.0357 GHz. Per STA, the endpoint of the critical path is product[12].
critical path: cells and delay by family:
family / cells / cell delay (ps)
adder cells (fa/ha/maj): 40 / 13830
buffers and inverters: 11 / 1560
AND-OR/OR-AND: 4 / 660
AND/OR/NAND/NOR: 1 / 160
XOR/XNOR: 1 / 140
cell usage after synthesis:
cell type	number	area, um^2
sky130_fd_sc_hd__a21o_2	1	8.76
sky130_fd_sc_hd__o2111ai_1	1	8.76
sky130_fd_sc_hd__o21ai_0	3	15.0
sky130_fd_sc_hd__inv_1	62	233
sky130_fd_sc_hd__nand3_1	1	5.00
sky130_fd_sc_hd__a21o_1	1	7.51
sky130_fd_sc_hd__nand2_1	80	300
sky130_fd_sc_hd__clkbuf_1	15	56.3
sky130_fd_sc_hd__nor2b_1	1	6.26
sky130_fd_sc_hd__a211oi_1	3	22.5
sky130_fd_sc_hd__nor3b_1	2	15.0
sky130_fd_sc_hd__o31ai_1	1	7.51
sky130_fd_sc_hd__buf_4	1	7.51
sky130_fd_sc_hd__and2_1	59	369
sky130_fd_sc_hd__o211ai_1	1	7.51
sky130_fd_sc_hd__xnor2_1	14	123
sky130_fd_sc_hd__a21oi_2	1	8.76
sky130_fd_sc_hd__or4b_1	1	10.0
sky130_fd_sc_hd__a21oi_1	5	25.0
sky130_fd_sc_hd__nor2_1	2	7.51
sky130_fd_sc_hd__a221oi_1	1	8.76
sky130_fd_sc_hd__o21a_1	1	7.51
sky130_fd_sc_hd__fa_1	96	1920
sky130_fd_sc_hd__and2b_2	1	8.76
sky130_fd_sc_hd__o21ai_2	1	8.76
sky130_fd_sc_hd__o21bai_1	1	7.51
sky130_fd_sc_hd__ha_1	68	851
sky130_fd_sc_hd__xnor3_1	1	22.5
sky130_fd_sc_hd__xor2_1	8	70.1
where the power goes:
| part | leakage [nW] | switching [mW] | internal [mW] | total, mW |
|---|---|---|---|---|
| Sequential | 0 | 0 | 0 | 0 |
| Combinational | 2.34 | 0.276 | 0.369 | 0.645 |
| Clock | 0 | 0 | 0 | 0 |
metrics by stage:
step | instances | setup slack [ps] | area, um^2 | utilization | total power, mW
detailed placement | 645 | 768 | 4820 | 0.361 | 0.647
finish | 645 | 1060 | 4820 | 0.361 | 0.645
CTS | 645 | 748 | 4820 | 0.361 | 0.661
floorplan | 433 | 2480 | 4150 | - | 0.396
global placement | 645 | 934 | 4820 | 0.361 | 0.654
global route | 645 | 191 | 4820 | 0.361 | 0.741
metal layers:
layer / wire, um / vias up / global-route usage / part of all wire
met5: 0 / - / 0 / 0
met4: 0 / 0 / 0 / 0
met3: 257 / 0 / 0.0165 / 0.033
met2: 3740 / 42 / 0.213 / 0.48
met1: 3780 / 1382 / 0.199 / 0.49
li1: - / 1404 / - / -
worst min path at each step:
stage,cells after the start,endpoint,slack [ps],start
final,7,product[15],13080,b[15]
after global routing,7,product[15],13180,b[15]
after CTS,7,product[15],13110,b[15]
area by class of cell:
class	count	area, um^2	area share
Multi-Input combinational cell	355	3850	0.800
Inverter	62	233	0.0483
Timing Repair Buffer	52	513	0.106
Tap cell	176	220	0.0457
cells by family (layout without fill, tap and decap cells):
logic type / Yosys count / count (layout)
fa+ha+maj: 164 / 164
simple gates: 147 / 147
compound gates: 21 / 21
buf+inv: 78 / 114
xor+xnor: 23 / 23
Power figures rest on the tool's default switching activity, not on a simulated workload.
