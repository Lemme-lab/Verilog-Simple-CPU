==> flow/design.v <==
module Output_Register (
    input clk,
    input [7:0] acc_value,         
    input [4:0] output_index,      
    input write_enable,            
    input read_enable,             
    output reg [7:0] output_value  
);
    reg [7:0] memory [31:0];   
    always @(posedge clk) begin
        if (write_enable) begin
            memory[output_index] <= acc_value;
        end
    end
    always @(*) begin
        if (read_enable) begin
            output_value = memory[output_index];
        end
    end
endmodule
==> flow/run.sh <==
#!/bin/bash
# OpenROAD 26Q1-2900-gdf79404cd8, Yosys 0.63+post, stock flow scripts
make -C /OpenROAD-flow-scripts/flow DESIGN_CONFIG=/design/flow/config.mk WORK_HOME=/design/flow/orfs finish
==> flow/config.mk <==
export PLATFORM = sky130hd
export DESIGN_NAME = Output_Register
export DESIGN_NICKNAME = Output_Register
export VERILOG_FILES = /design/flow/design.v
export SDC_FILE = /design/flow/constraint.sdc
export NUM_CORES = 4
export LEC_CHECK = 1
export CORE_UTILIZATION = 50
==> flow/constraint.sdc <==
current_design Output_Register

set clk_period 2.3
set clk_io_pct 0.2

create_clock -name clk0 -period $clk_period [get_ports {clk}]

set non_clock_inputs [all_inputs -no_clocks]
set_input_delay [expr $clk_period * $clk_io_pct] -clock clk0 $non_clock_inputs
set_output_delay [expr $clk_period * $clk_io_pct] -clock clk0 [all_outputs]
==> ci_impl_report.md <==
## PnR job results

| Metric | Value |
|---|---|
| Critical Path RT | 2.53 ns |
| IO Pins | 24 |
| Max Fclk | 534 MHz |
| GP Congestion | 0.847 |
| Post-Syn Area | 10200 sq um |
| Relative slew slack | 0.471 |
| Type of origin of the critical path | input pin |
| Clock tree buffer depth | 3 |
| Fin crit share | 0.814 |
| Final worst slack | 0.428 ns |
| Fill count | 1415 |
| Area Overhead vs Synth | 16.0% |
| Switch Pwr | 1.94 mW |
| PD cells | 821 nW/um^2 |
| Final Hold Viols | 0 |
| Htree depth | 1 |
| Worst-path clk slew | 0.06 ns |
| CTS tree | yes |
| RSZ-0062 raised after global routing | no |
| Slowest CP cell | clkdlybuf4s50_1 |
| Register pins left without a clock | 8 |
| Log Warnings | 25 |
| Routed vias | 5325 |
| Buffers on Ports | 23 |
| Crit path cell chain | clkdlybuf4s50_1 > buf_4 > nand2_1 > nor3_1 > buf_4 |
| Switching share of power | 0.200 |
| Post-synth top cells | edfxtp_1, mux2i_1, o22ai_1 |
| Setup tns final | 0 ns |
| Placeable Area | 19700 sq um |
| Worst-Margin Slew | 0.794 ns |
| Comb power frac | 0.052 |
| Crit path top cell by count | buf_4 |
| Vias in the first global route | 5505 |
| FF+latch count, synth | 264 |
| Yosys chip area | 10200 sq um |
| Root Driver | clkbuf_16 |
| Row cnt | 51 |
| Top cells by area | edfxtp_1, mux2i_1, o22ai_1 |
| Max-cap violations | 0 |
| Final Routed Wirelength | 22.1 mm |
| Routed Antenna Nets | 0 |
| P_leak | 4.14 nW |
| Sequential Power Share | 0.540 |
| Chip Width | 145 um |
| Period minus WS final | 1.87 ns |
| Setup bufs post-CTS | 0 |
| Ratio of cells with drive above 1 in the final layout | 0.145 |
| Hold Crit Class | in -> reg |
| Crit. End Element | flop |
| Yosys stat cell total | 576 |
| Syn. warnings | 1 |
| DRC viols | 0 |
| Power share of the clock group | 0.408 |
| CTS Buf Count | 26 |
| FF/Latch Area | 7810 sq um |
| Avg WL per Cell | 23.7 um |
| Vert. Die Dim | 145 um |
| Mean Syn Cell Area | 17.6 sq um |
| Slowest Stage Delay on Critical Path | 0.62 ns |
| Cts hold-fix bufs | 0 |
| Setup Crit Path Kind | in -> reg |
| Floorplan Utilization | 0.516 |
| Design area | 11800 sq um |
| Setup-failing EPs final | 0 |
| Critical path data arrival time | 2.10 ns |
| Initial antenna violation count | 0 |
| Fin. max-slew vios | 0 |
| Vias per cell | 5.71 |
| Number of flops mapped to enable cells by yosys | 256 |
| Post-synth top area share | 0.756 |
| Outcome | finished, final reports clean |
| DRT Pass-1 Iters | 6 |
| Crit path max fanout | 14 |
| Synth Flop Type | edfxtp_1 |
| Synth area leader | edfxtp_1 |
| Pin count of the biggest net entering global routing | 47 |
| Share of synthesized registers carrying an async set or reset | 0 |
| Distinct lib cells | 24 |
| First DRT Iteration DRCs | 398 |
| Placed cell area | 11000 sq um |
| Hpwl dp | 14.1 mm |
| Die ar. | 20900 sq um |
| Total gr overflow | 0 |
| Gate Area | 2180 sq um |
| PostCTS Resize Cnt | 0 |
| Core Util, Final | 0.598 |
| Pre-CTS setup slack | -0.0290 ns |
| Endpoints left unconstrained | 16 |
| Syn Inst Count | 576 |
| First-pass GRT wire length | 33.4 mm |
| Int Pwr | 7.75 mW |
| GR Util All Layers | 0.251 |
| Top-count cell post-synth | edfxtp_1 |
| Peak supply drop | 700 uV |
-- power by group through the flow --
stage	clock, mW	combinational, mW	sequential [mW]
global route	4.19	0.544	5.23
finish	3.95	0.504	5.23
CTS	4.01	0.509	5.23
-- critical path, delay by kind of cell --
family,cells,cell delay [ns]
buffers and inverters,3,1.10
AND/OR/NAND/NOR,2,0.54
-- per-layer routing --
layer	vias to the layer above	GRT usage	part of all wire
li1	2463	-	-
met1	2632	0.399	0.41
met2	187	0.385	0.49
met3	43	0.0752	0.073
met4	0	0.0571	0.030
met5	-	0	0
-- placed cells by master, fill, tap and decap left out --
cell | synthesis | final
nand4b_1 | 4 | 4
clkbuf_1 | 8 | 5
or4b_1 | 4 | 4
or3_1 | 1 | 1
clkinv_2 | 0 | 6
nor3_1 | 4 | 4
o22ai_2 | 1 | 1
clkbuf_16 | 0 | 27
edfxtp_1 | 256 | 256
clkdlybuf4s50_1 | 0 | 22
nand3_1 | 2 | 2
nor2_1 | 29 | 29
nor4_1 | 16 | 16
nand4bb_1 | 5 | 5
or4_1 | 1 | 1
mux2i_1 | 128 | 128
nand4_1 | 1 | 1
buf_4 | 0 | 57
or4bb_1 | 1 | 1
buf_6 | 2 | 1
diode_2 | 0 | 1
bufinv_16 | 0 | 2
clkinv_1 | 0 | 6
dlxtp_1 | 8 | 8
o22ai_1 | 63 | 63
or3b_2 | 3 | 3
nand2_1 | 10 | 10
nand3b_1 | 4 | 4
-- logic make-up after synthesis --
family,after synthesis,share of synthesized area
compound gates,64,0.0400
buf+inv,35,0.0172
simple gates,85,0.0487
latches,8,0.0118
flops,256,0.756
mux,128,0.126
-- cell type report --
cell class / instances / area share
Clock inverter: 14 / 0.00955
Sequential cell: 264 / 0.662
Clock buffer: 32 / 0.0589
Multi-Input combinational cell: 277 / 0.185
Antenna cell: 1 / 0.000212
Tap cell: 265 / 0.0281
Timing Repair Buffer: 80 / 0.0559
-- worst paths after layout --
path	startpoint	end	depth (start not counted)
max	output_index[4]	memory[27][3]	5
min	output_index[1]	memory[26][7]	4
-- flip-flops by register name, summed over array words and instances, names as in the netlist --
name / flops
memory: 256
output_value: 8
-- metrics by stage --
stage	cells	power (mW)	hold slack [ns]
2_1_floorplan	576	5.57	0.559
3_3_place_gp	886	5.82	1.12
3_5_place_dp	886	5.83	1.12
4_1_cts	932	9.75	0.575
5_1_grt	932	9.96	0.605
6_report	933	9.68	0.593
No activity file was given, so power comes from the tool's default toggle rates.
