### flow/config.mk
export PLATFORM = sky130hd
export DESIGN_NAME = ALU_8Bit
export DESIGN_NICKNAME = ALU_8Bit
export VERILOG_FILES = /design/flow/design.v
export SDC_FILE = /design/flow/constraint.sdc
export NUM_CORES = 4
export LEC_CHECK = 1
export CORE_UTILIZATION = 30
### flow/constraint.sdc
current_design ALU_8Bit

set clk_period 15.1
set clk_io_pct 0.2

create_clock -name clk0 -period $clk_period

set non_clock_inputs [all_inputs -no_clocks]
set_input_delay [expr $clk_period * $clk_io_pct] -clock clk0 $non_clock_inputs
set_output_delay [expr $clk_period * $clk_io_pct] -clock clk0 [all_outputs]
### flow/design.v
module ALU_8Bit (
    input [7:0] a,             
    input [7:0] b,             
    input sub,                 
    input [2:0] op_select,     
    output [7:0] result,       
    output cout,               
    output overflow,           
    output NO,                 
    output ZO                  
);
    wire [7:0] sum;                 
    wire [7:0] and_result_internal;  
    wire [7:0] or_result_internal;   
    wire [7:0] multiply_result;     
    wire [7:0] divide_result;       
    wire overflow_arithmetic;       
    Math_Unit_8Bit math_unit (
        .a(a),
        .b(b),
        .sub(sub),
        .sum(sum),
        .cout(cout),
        .overflow(overflow_arithmetic),
        .NO(NO),
        .ZO(ZO)
    );
    and8_8bit andGate (
        .a(a),
        .b(b),
        .y(and_result_internal)
    );
    or_8bit orGate (
        .a(a),
        .b(b),
        .y(or_result_internal)
    );
    multiplier_8bit mul (
        .a(a),
        .b(b),
        .product(multiply_result)
    );
    divider_8bit div (
        .dividend(a),
        .divisor(b),
        .quotient(divide_result),
        .remainder()  
    );
    mux6to1_8bit mux (
        .in0(sum),                  
        .in1(sum),                  
        .in2(and_result_internal),  
        .in3(or_result_internal),   
        .in4(multiply_result),      
        .in5(divide_result),        
        .sel(op_select),            
        .out(result)                
    );
    assign overflow = (op_select == 3'b000 && overflow_arithmetic) || 
                      (op_select == 3'b001 && overflow_arithmetic);
endmodule
module Math_Unit_8Bit (
    input [7:0] a,     
    input [7:0] b,     
    input sub,         
    output [7:0] sum,  
    output cout,       
    output overflow,   
    output NO,         
    output ZO          
);
    wire [7:0] b_xor;  
    wire carry_in;     
    wire or_result;    
    assign b_xor = b ^ {8{sub}};
    assign carry_in = sub;
    full_adder_8bit adder (
        .a(a),
        .b(b_xor),
        .cin(carry_in),
        .sum(sum),
        .cout(cout)
    );
    assign overflow = (a[7] & b_xor[7] & ~sum[7]) |
                      (~a[7] & ~b_xor[7] & sum[7]);
    assign NO = sum[7];
    or8_8bit orGate (
        .a(sum),
        .y(or_result)
    );
    assign ZO = ~or_result;
endmodule
module and8_8bit (
    input [7:0] a,    
    input [7:0] b,    
    output [7:0] y    
);
    assign y = a & b;  
endmodule
module divider_8bit (
    input [7:0] dividend,    
    input [7:0] divisor,     
    output reg [7:0] quotient,  
    output reg [7:0] remainder  
);
    always @(*) begin
        if (divisor != 0) begin
            quotient = dividend / divisor;
            remainder = dividend % divisor;
        end else begin
            quotient = 8'hFF;   
            remainder = 8'hFF;  
        end
    end
endmodule
module full_adder (
    input a,            
    input b,            
    input cin,          
    output sum,         
    output cout         
);
    assign sum = a ^ b ^ cin;           
    assign cout = (a & b) | (cin & (a ^ b));   
endmodule
module full_adder_8bit (
    input [7:0] a,      
    input [7:0] b,      
    input cin,          
    output [7:0] sum,   
    output cout         
);
    wire [7:0] carry;   
    full_adder fa0 (.a(a[0]), .b(b[0]), .cin(cin),      .sum(sum[0]), .cout(carry[0]));
    full_adder fa1 (.a(a[1]), .b(b[1]), .cin(carry[0]), .sum(sum[1]), .cout(carry[1]));
    full_adder fa2 (.a(a[2]), .b(b[2]), .cin(carry[1]), .sum(sum[2]), .cout(carry[2]));
    full_adder fa3 (.a(a[3]), .b(b[3]), .cin(carry[2]), .sum(sum[3]), .cout(carry[3]));
    full_adder fa4 (.a(a[4]), .b(b[4]), .cin(carry[3]), .sum(sum[4]), .cout(carry[4]));
    full_adder fa5 (.a(a[5]), .b(b[5]), .cin(carry[4]), .sum(sum[5]), .cout(carry[5]));
    full_adder fa6 (.a(a[6]), .b(b[6]), .cin(carry[5]), .sum(sum[6]), .cout(carry[6]));
    full_adder fa7 (.a(a[7]), .b(b[7]), .cin(carry[6]), .sum(sum[7]), .cout(cout));  
endmodule
module multiplier_8bit (
    input [7:0] a,        
    input [7:0] b,        
    output [7:0] product  
);
    wire [7:0] pp0, pp1, pp2, pp3, pp4, pp5, pp6, pp7;
    wire [7:0] sum0, sum1, sum2, sum3;
    wire [7:0] sum4, sum5, sum6;
    wire carry0, carry1, carry2, carry3, carry4, carry5;
    assign pp0 = (a & {8{b[0]}});      
    assign pp1 = (a & {8{b[1]}}) << 1;  
    assign pp2 = (a & {8{b[2]}}) << 2;  
    assign pp3 = (a & {8{b[3]}}) << 3;  
    assign pp4 = (a & {8{b[4]}}) << 4;  
    assign pp5 = (a & {8{b[5]}}) << 5;  
    assign pp6 = (a & {8{b[6]}}) << 6;  
    assign pp7 = (a & {8{b[7]}}) << 7;  
    full_adder_8bit adder0 (.a(pp0), .b(pp1), .cin(1'b0), .sum(sum0), .cout(carry0));
    full_adder_8bit adder1 (.a(pp2), .b(pp3), .cin(carry0), .sum(sum1), .cout(carry1));
    full_adder_8bit adder2 (.a(pp4), .b(pp5), .cin(carry1), .sum(sum2), .cout(carry2));
    full_adder_8bit adder3 (.a(pp6), .b(pp7), .cin(carry2), .sum(sum3), .cout(carry3));
    full_adder_8bit adder4 (.a(sum0), .b(sum1), .cin(carry3), .sum(sum4), .cout(carry4));
    full_adder_8bit adder5 (.a(sum2), .b(sum3), .cin(carry4), .sum(sum5), .cout(carry5));
    assign product = sum4 + sum5;   
endmodule
module mux6to1_8bit (
    input [7:0] in0,    
    input [7:0] in1,    
    input [7:0] in2,    
    input [7:0] in3,    
    input [7:0] in4,    
    input [7:0] in5,    
    input [2:0] sel,    
    output [7:0] out    
);
    assign out = (sel == 3'b000) ? in0 :
                (sel == 3'b001) ? in1 :
                (sel == 3'b010) ? in2 :
                (sel == 3'b011) ? in3 :
                (sel == 3'b100) ? in4 :
                (sel == 3'b101) ? in5 :
                8'b0;   
endmodule
module or_8bit (
    input [7:0] a,    
    input [7:0] b,    
    output [7:0] y    
);
    assign y = a | b;  
endmodule
module or8_8bit (
    input [7:0] a,   
    output y         
);
    assign y = |a;   
endmodule
### flow/run.sh
#!/bin/bash
# OpenROAD 26Q1-2900-gdf79404cd8, Yosys 0.63+post, stock flow scripts
make -C /OpenROAD-flow-scripts/flow DESIGN_CONFIG=/design/flow/config.mk WORK_HOME=/design/flow/orfs finish
==> flow_metrics.env <==
# flow metrics
export IMPL_grtUsageMet1_pct=29.1
export IMPL_floorplan_die_width_um=107
export IMPL_comb_power_share_pct=100.0
export IMPL_ys_chip_area_um2=3330
export IMPL_power_frac_seq_pct=0
export IMPL_fill_cells=959
export IMPL_critPathLaunch="a[7]"
export IMPL_hp_class="input port to primary output"
export IMPL_worstPathRequired_ns=12.08
export IMPL_yosysWarnings=1
export IMPL_use_met3_pct=4.57
export IMPL_syn_instance_count=446
export IMPL_postPlaceCellArea_um2=4460
export IMPL_drive_gt1_share_pct=38.5
export IMPL_p_switching_uw=143
export IMPL_grt_antenna_before_repair=0
export IMPL_vdd_ir_drop_max_v=0.0000331
export IMPL_worstSetupPathType="input port to primary output"
export IMPL_crit_fanout=5
export IMPL_wirelength_um=11300
export IMPL_final_common_cell="buf_4"
export IMPL_fp_util_pct=30.7
export IMPL_vias_per_cell=5.23
export IMPL_yosys_area_top_type_share_pct=20.7
export IMPL_ios=32
export IMPL_ant_nets=0
export IMPL_p_int_uw=145
export IMPL_dr_pass1_iters=5
export IMPL_power_density_nw_per_um2=54.7
export IMPL_max_clock_freq_ghz=0.0672
export IMPL_top_area_cell="ha_1"
export IMPL_grt_most_used_layer="met2"
export IMPL_drtIter0Drc=176
export IMPL_fp_row_count=38
export IMPL_core_um2=10800
export IMPL_netlist_area_um2=3330
export IMPL_stdcell_area_um2=5260
export IMPL_topCellsByArea="ha_1 21%, fa_1 17%, inv_1 5.9%"
export IMPL_cp_arrival_ns=11.87
export IMPL_drcViolationCount=0
export IMPL_grt_ovfl_total=0
export IMPL_fin_cells=725
export IMPL_worstMarginPinSlew_ns=0.766
export IMPL_pwr_share_clk_pct=0
export IMPL_syn_to_final_growth_pct=57.8
export IMPL_ys_cells=446
export IMPL_ys_types=59
export IMPL_warnings=41
export IMPL_fin_ws_ns=0.214
export IMPL_post_route_min_period_ns=14.89
export IMPL_use_met2_pct=32.4
export IMPL_io_buffer_count=32
export IMPL_p_total_uw=287
export IMPL_layout_top_cells="114 x buf_4, 49 x inv_1, 47 x nor2_1"
export IMPL_cp_slowest_stage_delay_ns=0.54
export IMPL_grt_pass1_vias=3803
export IMPL_vias=3795
export IMPL_setup_viol=0
export IMPL_status="finished clean"
export IMPL_place_ws_ns=-1.02
export IMPL_synth_seq_share_pct=0
export IMPL_cp_start_kind="input port"
export IMPL_hold_viol=0
export IMPL_flop_area_um2=0
export IMPL_grt_start_max_net_pins=25
export IMPL_die_h_um=107
export IMPL_place_inst=694
export IMPL_diodes=0
export IMPL_grt_pass1_wl_um=18300
export IMPL_globalplace_congestion=0.908
export IMPL_synth_area_per_cell_um2=7.47
export IMPL_fin_crit_sh_pct=98.6
export IMPL_rsz0062_at_grt="true"
export IMPL_relSlewSlack_pct=48.4
export IMPL_end_kind="primary output"
export IMPL_track_usage_pct=20.5
export IMPL_maxCapViolCount=0
export IMPL_crit_slowest_cell="or4_4"
export IMPL_leakage_nw=2.35
export IMPL_maxSlewViolCount=0
export IMPL_seq_cells=0
export IMPL_wl_per_cell_um=15.6
export IMPL_endpoint="result[0]"
export IMPL_swShare_pct=49.6
export IMPL_dp_hpwl_um=8420
export IMPL_clock_buffers=0
export IMPL_die_area_um2=11500
how the worst min path moves through the flow:
stage	to	start	slack, ns	cells after the start
after CTS	result[0]	op_select[0]	7.03	5
after global routing	result[0]	b[7]	7.06	8
final	result[0]	b[7]	6.96	8
synth_stat cells (all sizes together) (8+ instances only):
| cell | count |
|---|---|
| a21oi | 23 |
| clkbuf | 15 |
| fa | 28 |
| ha | 55 |
| inv | 52 |
| nand2 | 36 |
| nand3 | 8 |
| nor2 | 49 |
| nor3 | 13 |
| o21a | 11 |
| o21ai | 29 |
| or2 | 8 |
| xnor2 | 16 |
power by group through the flow:
stage	Combinational (mW)	Clock, mW	Sequential (mW)
after CTS	0.265	0	0
after global routing	0.317	0	0
final	0.287	0	0
metal layers:
metal | part of all wire (%) | vias to the layer above
li1 | - | 1858
met5 | 0 | -
met3 | 8.4 | 11
met1 | 46 | 1807
met4 | 1.2 | 0
met2 | 44 | 119
metrics by stage:
step                util, %  hold slack [ns]  TNS (ns)
floorplan                 -             6.17         0
global placement       41.2             7.32    -0.801
detailed placement     41.2             7.32     -1.11
CTS                    45.8             7.03         0
global route           48.5             7.06    -0.246
finish                 48.5             6.96         0
repair_timing:
item | in CTS | in global routing
hold buffers | 0 | 0
cloned | 1 | 0
gates resized | 83 | 71
setup endpoints to repair | 2 | 2
pin swaps | 30 | 55
setup buffers | 20 | 10
worst max-delay path, delay by kind of cell:
kind	cells	cell delay (ns)
AOI/OAI and AO/OA	16	3.14
adders and majority gates	8	2.12
and+or+nand+nor	13	1.91
buffers and inverters	8	1.10
muxes	2	0.58
cells by family (layout without fill, tap and decap cells):
group           Yosys count  count (layout)  synth area share [%]
fa+ha+maj                86              86                  38.4
simple gates            144             144                  20.9
buf+inv                  70             208                  8.22
mux                      11              11                  3.49
compound gates          113             114                  23.2
xor+xnor                 22              22                  5.78
cell type report:
type | instances | area [um2] | area share (%)
Tap cell | 140 | 175 | 3.33
Multi-Input combinational cell | 377 | 3630 | 69.1
Timing Repair Buffer | 155 | 1250 | 23.8
Inverter | 53 | 201 | 3.83
Power and IR drop assume default switching activity.
